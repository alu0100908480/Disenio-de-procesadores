==> flow/design.v <==
module uc(input wire q0, start, clk, output wire CargaQ, DesplazaQ, ResetA, CargaA, Fin);
  reg [2:0] state,nextstate;
  parameter S0 = 3'b000;
  parameter S1 = 3'b001;
  parameter S2 = 3'b010;
  parameter S3 = 3'b011;
  parameter S4 = 3'b100;
  parameter S5 = 3'b101;
  parameter S6 = 3'b110;
  always @ (posedge clk, posedge start)
	  if (start)
		  state <= S0;
	  else
		  state <= nextstate;
  always @(*)
	  case (state)
		  S0: nextstate = S1;
		  S1: nextstate = S2;
		  S2: nextstate = S3;
		  S3: nextstate = S4;
		  S4: nextstate = S5;
		  S5: nextstate = S6;
		  S6: nextstate = S6;
		  default: nextstate = S0;
	  endcase
  assign CargaQ = (state == S0)? 1:0;  
  assign DesplazaQ = ((state == S2)|(state == S4))? 1:0;
  assign ResetA = (state == S0)? 1:0;
  assign CargaA = (q0 & ((state == S1)|(state == S3)|(state == S5)))? 1:0;
  assign Fin = (state == S6)? 1:0;
endmodule
==> flow/run.sh <==
#!/bin/bash
# OpenROAD 26Q1-2900-gdf79404cd8, Yosys 0.63+post, stock flow scripts
make -C /OpenROAD-flow-scripts/flow DESIGN_CONFIG=/design/flow/config.mk WORK_HOME=/design/flow/orfs finish
==> flow/config.mk <==
export PLATFORM = sky130hd
export DESIGN_NAME = uc
export DESIGN_NICKNAME = uc
export VERILOG_FILES = /design/flow/design.v
export SDC_FILE = /design/flow/constraint.sdc
export NUM_CORES = 4
export LEC_CHECK = 1
export CORE_AREA = 10 10 70 70
export DIE_AREA = 0 0 80 80
==> flow/constraint.sdc <==
current_design uc

set clk_period 1.6
set clk_io_pct 0.2

create_clock -name clk0 -period $clk_period [get_ports {clk}]

set non_clock_inputs [all_inputs -no_clocks]
set_input_delay [expr $clk_period * $clk_io_pct] -clock clk0 $non_clock_inputs
set_output_delay [expr $clk_period * $clk_io_pct] -clock clk0 [all_outputs]
==> flow_metrics.env <==
# source this file to load flow results
export IMPL_syn_area_um2=213
export IMPL_synthArstFlopShare_pct=100
export IMPL_grt_first_pass_wirelength_um=655
export IMPL_p_total_uw=363
export IMPL_cts_buffer_depth=2
export IMPL_clk_latency_ps=250
export IMPL_r2r_end="state[3]$_DFF_PP0_"
export IMPL_p_leak_nw=0.154
export IMPL_power_density_nw_per_um2=1000
export IMPL_worstSetupPathType="reg2out"
export IMPL_finClkSkew_ps=2.36
export IMPL_wirelength_um=412
export IMPL_setup_viol=0
export IMPL_ys_area_um2=213
export IMPL_tns_ps=0
export IMPL_vias=125
export IMPL_viasPerCell=1.81
export IMPL_syn_to_final_growth_pct=70.0
export IMPL_drt_pass1_iterations=2
export IMPL_die_area_um2=6400
export IMPL_holdWs_ps=296
export IMPL_synthCells=13
export IMPL_hold_class="in2async"
export IMPL_cp_top_family="flip-flops"
export IMPL_clkTransAtPathRegs_ps=50
export IMPL_endpoint_kind="output pin"
export IMPL_pin_count=8
export IMPL_hold_viol_final=0
export IMPL_maxSlewViolCount=0
export IMPL_cp_slowest_cell="dfrtp_1"
export IMPL_antenna_left=0
export IMPL_largest_register="state"
export IMPL_cts_root_buf="clkbuf_4"
export IMPL_place_gp_congestion=0.646
export IMPL_synth_top_cell_by_count="dfrtp_1"
export IMPL_startpoint_type="register"
export IMPL_die_h_um=80
export IMPL_edf_count=0
export IMPL_io_buffers=7
export IMPL_crit_chain="or2_2 > dlygate4sd2_1"
export IMPL_grt_remaining_overflow=0
export IMPL_path_depth=2
export IMPL_warnings=25
export IMPL_dieWidth_um=80
export IMPL_crit_start="state[1]$_DFF_PP0_"
export IMPL_htree_levels=1
export IMPL_numCtsBuffers=3
export IMPL_wl_per_cell_um=5.97
export IMPL_rows=21
export IMPL_synthTopCellsByArea="dfrtp_1, dfstp_2, or2_2"
export IMPL_grt_total_usage_pct=1.54
export IMPL_ys_cells=13
export IMPL_drt_iter0_drc=1
export IMPL_synthSimpleGateAreaFrac_pct=5.88
export IMPL_xor_area_share_pct=0
export IMPL_ff2ff_setup_slack_ps=820
export IMPL_synth_top_area_share_pct=70.6
export IMPL_core_um2=3420
export IMPL_fp_util_pct=6.23
export IMPL_numSynthFlops=7
export IMPL_drc=0
export IMPL_timing_fmax_mhz=681
export IMPL_critPathCapture="DesplazaQ"
export IMPL_compound_area_share_pct=4.12
export IMPL_drive_gt1_share_pct=26.1
export IMPL_finalCritPeriodShare_pct=91.8
export IMPL_synth_distinct_cells=7
export IMPL_outcome="complete, no violations"
export IMPL_synth_logic_top_family="simple AND/OR/NAND/NOR gates"
export IMPL_r2r_cells=1
export IMPL_cp_num_buf_inv=1
export IMPL_grt_max_degree=8
export IMPL_yosys_top_cells_count="dfrtp_1, or2_2"
export IMPL_mux_share_pct=0
export IMPL_cp_arrival_ps=1150
export IMPL_cts_sinks=7
export IMPL_path_max_fanout=2
export IMPL_critical_path_max_stage_delay_ps=370
export IMPL_worstPathRequired_ps=1280
export IMPL_r2r_start="state[3]$_DFF_PP0_"
export IMPL_ys_sh_adder_pct=0
export IMPL_largest_register_ffs=7
export IMPL_largestRegisters="state: 7 flops"
export IMPL_grt_pass1_vias=147
export IMPL_rsz0062_at_grt="no"
export IMPL_yosysWarningCount=1
export IMPL_antenna_found_initial=0
export IMPL_antenna_cells=0
export IMPL_ys_seq_share_pct=82.9
export IMPL_top_area_cell="dfrtp_1"
export IMPL_cts_tree="done"
export IMPL_period_minus_slack_ps=1470
export IMPL_ir_drop_v=0.000216
export IMPL_flop_cell="dfrtp_1"
export IMPL_max_cap_viol_count=0
export IMPL_avgSynthCellArea_um2=16.4
metal layers:
layer  track usage (%)  routed length, um
met1              1.62                166
met2              1.20                 95
met4             0.176                  0
met3              2.95                149
met5                 0                  0
worst min path at each step:
stage / startpoint / to / slack (ps) / depth (start not counted)
4_1_cts: start / state[4]$_DFF_PP0_ / 290 / 2
5_1_grt: start / state[4]$_DFF_PP0_ / 320 / 2
6_report: start / state[4]$_DFF_PP0_ / 300 / 2
metrics by stage:
stage,setup WS [ps],instances,instance area [um2],util (%)
after floorplan,673,13,213,-
after detailed placement,-85.4,65,333,9.74
final,131,69,362,10.6
after CTS,2.44,69,357,10.4
after global placement,-80.7,65,333,9.74
after global routing,57.8,69,362,10.6
timing repair:
action                     in CTS  in global routing
resized                         2                  2
buffers inserted                0                  0
setup endpoints to repair       2                  2
hold buffers                    0                  0
gates cloned                    0                  0
cell families after synthesis:
logic type,after synthesis
flip-flops,7
other,1
buffers and inverters,2
AND-OR/OR-AND,1
AND/OR/NAND/NOR,2
area by class of cell:
cell class                 instances  area [um2]
sequential                         7         176
multi-input combinational          4        25.0
clock buffer                       4        26.3
inverter                           1        3.75
fill                             399        3050
timing repair buffer               7        72.6
tap                               46        57.6
cells in the final DEF (no fill, tap or decap):
master | synthesis | layout
clkdlybuf4s50_1 | 0 | 3
o31a_1 | 1 | 1
clkbuf_4 | 0 | 3
dfstp_2 | 1 | 1
dlymetal6s2s_1 | 0 | 2
clkbuf_1 | 0 | 1
dfrtp_1 | 6 | 6
inv_1 | 1 | 1
dlygate4sd2_1 | 0 | 2
or2_2 | 2 | 2
conb_1 | 1 | 1
report_power, final:
part / leakage (nW) / internal [mW] / switching [mW]
Sequential: 0.0775 / 0.186 / 0.00406
Combinational: 0.0617 / 0.0120 / 0.00544
Clock: 0.0150 / 0.0948 / 0.0600
Total: 0.154 / 0.293 / 0.0695
Power figures rest on the tool's default switching activity, not on a simulated workload.
